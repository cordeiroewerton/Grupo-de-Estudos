==> flow/design.v <==
module ordenador3
  (input logic [3:0] a,b,c, output logic [3:0] out1, out2, out3, flag);
  always @* begin
    if(a>b & a>c) begin
      out1=a;
      if (b>c) begin
        out2=b;
        out3=c;
      end
      else begin
        out2=c;
        out3=b;
      end
  	end
    else if(b>c & b>a) begin
      out1=b;
      if(a>c) begin
        out2=a;
        out3=c;
      end
      else begin
        out2=c;
        out3=a;
      end
    end
      else begin
        out1=c;
        if(a>b) begin
          out2=a;
          out3=b;
        end
        else begin
          out2=b;
          out3=a;
        end
      end
    end
	 assign flag = 1;
endmodule
module ordenador9 (a, b, c, d, e, f, g, h, i,
s1, s2, s3, s4, s5, s6, s7, s8, s9);
	input logic [3:0] a, b, c, d, e, f, g, h, i;
	output [3:0] s1,s2,s3,s4,s5,s6,s7,s8,s9;
	logic[3:0] aux1,aux2,aux3,aux4,aux5,aux6,aux7,aux8,aux9;
	logic[3:0] aux10,aux11,aux12,aux13,aux14,aux15,aux16,aux17,aux18;
	logic[3:0] aux19,aux20,aux21,aux22;
	logic[3:0] a1,b1,c1,d1,e1,f1,g1;
	logic[3:0] a2,b2,c2,d2,e2,f2;
	logic[3:0] a3,b3,c3,d3;
	logic[3:0] a4,b4,c4;
	ordenador3 inst1(
	.a(a),
	.b(b),
	.c(c),
	.out1(aux1),
	.out2(aux2),
	.out3(aux3)
  );
    ordenador3 inst2(
	.a(d),
	.b(e),
	.c(f),
	.out1(aux4),
	.out2(aux5),
	.out3(aux6)
  );
    ordenador3 inst3(
	.a(g),
	.b(h),
	.c(i),
	.out1(aux7),
	.out2(aux8),
	.out3(aux9)
  );
    ordenador3 inst4(
	.a(aux1),
	.b(aux4),
   .c(aux7),
	.out1(s1),
	.out2(a1),
	.out3(b1)
  );
    ordenador3 inst5(
	.a(aux2),
	.b(aux5),
   .c(aux8),
	.out1(c1),
	.out2(d1),
	.out3(e1)
  );
    ordenador3 inst6(
	.a(aux3),
	.b(aux6),
	.c(aux9),
	.out1(f1),
	.out2(g1),
	.out3(s9)
  );
    ordenador3 inst7(
	.a(a1),
	.b(b1),
	.c(c1),
	.out1(aux10), 	
	.out2(aux11),	
	.out3(aux12)		
  );
    ordenador3 inst8(
	.a(d1),
	.b(e1),
	.c(f1),
	.out1(aux13),	
	.out2(aux14),	
	.out3(f2)
  );
    ordenador3 inst9(
	.a(aux10),
	.b(aux13),
	.c(g1),
	.out1(s2),
	.out2(a2),
	.out3(b2)
  );
    ordenador3 inst10(
	.a(aux11),
	.b(aux12),
	.c(aux14),
	.out1(c2),
	.out2(d2),
	.out3(e2)
  );
    ordenador3 inst11(
	.a(a2),
	.b(b2),
	.c(c2),
	.out1(aux15), 
	.out2(aux16), 
	.out3(aux17)  
  );
    ordenador3 inst12(
	.a(d2),
	.b(e2),
	.c(f2),
	.out1(aux18), 
	.out2(aux19), 
	.out3(aux20)  
  );
    ordenador3 inst13(
	.a(aux15),
	.b(aux16),
	.c(aux18),
	.out1(s3),
	.out2(a3),
	.out3(b3)
  );
    ordenador3 inst14(
	.a(aux17),
	.b(aux19),
	.c(aux20),
	.out1(c3),
	.out2(d3),
	.out3(s8)
  );
    ordenador3 inst15(
	.a(a3),
	.b(b3),
	.c(c3),
	.out1(aux21),
	.out2(aux22),
	.out3(c4)
  );
    ordenador3 inst16(
	.a(aux21),
	.b(aux22),
	.c(d3),
	.out1(s4),
	.out2(a4),
	.out3(b4)
  );
    ordenador3 inst17(
	.a(a4),
	.b(b4),
	.c(c4),
	.out1(s5),
	.out2(s6),
	.out3(s7)
  );
endmodule
==> flow/run.sh <==
#!/bin/bash
# OpenROAD 26Q1-2900-gdf79404cd8, Yosys 0.63+post, stock flow scripts
make -C /OpenROAD-flow-scripts/flow DESIGN_CONFIG=/design/flow/config.mk WORK_HOME=/design/flow/orfs finish
==> flow/config.mk <==
export PLATFORM = sky130hd
export DESIGN_NAME = ordenador9
export DESIGN_NICKNAME = ordenador9
export VERILOG_FILES = /design/flow/design.v
export SDC_FILE = /design/flow/constraint.sdc
export NUM_CORES = 4
export LEC_CHECK = 1
export CORE_UTILIZATION = 30
==> flow/constraint.sdc <==
current_design ordenador9

set clk_period 52.3
set clk_io_pct 0.2

create_clock -name clk0 -period $clk_period

set non_clock_inputs [all_inputs -no_clocks]
set_input_delay [expr $clk_period * $clk_io_pct] -clock clk0 $non_clock_inputs
set_output_delay [expr $clk_period * $clk_io_pct] -clock clk0 [all_outputs]
==> results.json <==
{
  "outcome": "finished, final reports clean",
  "path_class": "in -> out",
  "setup_ws_ps": 8130,
  "area_leaders": "ha_1 21%, a21oi_1 6.5%, nor2_1 5.5%",
  "drv_slew": 0,
  "hold_violations": 0,
  "syn-instance-count": 2010,
  "worst_slew_pin_slew_ps": 903,
  "chipWidth_um": 214,
  "drt_wl_total_mm": 44.9,
  "num_antenna_cells": 0,
  "track_usage_pct": 19.1,
  "finalClockPeriodUsage_pct": 84.4,
  "grtUsageMet1_pct": 28.6,
  "antenna_left": 0,
  "crit_top_cell": "a21oi_1",
  "hp-class": "in -> out",
  "critPathCaptureType": "output port",
  "postSynthSeqShare_pct": 0,
  "cts_resized": 0,
  "tool_warnings": 66,
  "fmax_mhz": 22.6,
  "grt_pass1_vias": 14100,
  "route.vias.total": 15700,
  "io_buffer_count": 72,
  "drive_gt1_share_pct": 7.55,
  "hpwl_mm": 36.7,
  "yosysTopAreaCell": "ha_1",
  "grt_pass1_wl_mm": 73.2,
  "synthToLayoutAreaGrowth_pct": 9.81,
  "critPathLaunchType": "primary input",
  "hp-start": "d[1]",
  "worstPathArrival_ps": 33710,
  "period_needed_ps": 44170,
  "synthDistinctLibCells": 125,
  "overflow": 0,
  "seq_area_sq_um": 0,
  "worst_path_max_delay_cell": "a211oi_1",
  "drtPass1Iterations": 5,
  "numPlacedInstances": 2631,
  "layout_top_cell": "ha_1",
  "maxCapViolCount": 0,
  "yosysWarnings": 1,
  "slew_headroom_pct": 39.0,
  "grtUsageMet3_pct": 1.93,
  "chip_area_sq_um": 46000,
  "fin_cells": 2631,
  "preCtsSetupSlack_ps": 8560,
  "cp_max_fo": 15,
  "grt_setup_unrepaired": "false",
  "syn_avg_cell_area_sq_um": 6.74,
  "n_clock_buffer": 0,
  "hold_end": "s1[1]",
  "place.gp.congestion": 1.01,
  "dieHeight_um": 214,
  "lay_top_cells": "224 x ha_1, 200 x nor2_1, 198 x nand2_1",
  "post-route-util_pct": 33.5,
  "crit_required_ps": 41840,
  "rows": 77,
  "top_usage_layer": "met2",
  "io_pins": 72,
  "syn_area_sq_um": 13500,
  "grtUsageMet2_pct": 29.3,
  "yosys_cells": 2010,
  "wl_per_cell_um": 17.1,
  "ff_count": 0,
  "via_per_inst": 5.97,
  "post-cts-setup-buffers": 0,
  "grt_start_max_net_pins": 19,
  "fin_tns_setup_ps": 0,
  "cts_hold_buf": 0,
  "drc": 0,
  "ys_area_sq_um": 13500,
  "drt-initial-drc-count": 1411,
  "hold_depth": 6,
  "critical_path.top_delay_family": "AND-OR/OR-AND gates",
  "top_cell_area_share_pct": 20.7,
  "crit_buf_inv": 11,
  "setup_viol": 0,
  "slowest_delay_ps": 730,
  "initial_core_util_pct": 30.5,
  "grt_antenna_before_repair": 0,
  "core_sq_um": 44400
}
==> stage by stage <==
step / hold WS, ps / instance area, sq um
final: 22290 / 14900
after global routing: 22390 / 14900
after CTS: 22320 / 14900
after detailed placement: 22310 / 14900
after global placement: 22310 / 14900
after floorplan: 21160 / 13500
==> per-layer routing <==
metal	wire (um)	vias up
met5	0	-
met1	21700	7218
li1	-	7791
met3	2840	73
met4	944	0
met2	19500	622
==> synth_stat cells (8+ instances only) <==
| master | number |
|---|---|
| o22ai_1 | 32 |
| a211oi_1 | 36 |
| nor4_1 | 8 |
| nand2_1 | 198 |
| inv_1 | 158 |
| a32oi_1 | 9 |
| and3_1 | 12 |
| or2_2 | 16 |
| a22oi_1 | 30 |
| o31ai_1 | 12 |
| mux2i_1 | 37 |
| o221a_2 | 10 |
| nand4_1 | 16 |
| ha_1 | 224 |
| o221ai_1 | 13 |
| nor2_1 | 200 |
| inv_2 | 10 |
| a41o_1 | 21 |
| buf_2 | 19 |
| a22o_1 | 10 |
| o21ai_1 | 28 |
| a21o_1 | 21 |
| a31oi_1 | 31 |
| nor3_1 | 45 |
| and2_1 | 21 |
| o211ai_1 | 36 |
| a221o_1 | 9 |
| o21ai_0 | 139 |
| nand2b_1 | 23 |
| a21oi_1 | 177 |
| clkbuf_1 | 37 |
| a221oi_1 | 14 |
| or3_1 | 13 |
| nand3_1 | 43 |
| o21a_1 | 18 |
| nor2b_1 | 48 |
| a41oi_1 | 19 |
==> how the worst max path moves through the flow <==
| stage | endpoint | slack, ps | start | depth (start not counted) |
|---|---|---|---|---|
| CTS | s6[2] | 8530 | f[3] | 91 |
| global route | s6[1] | 5890 | c[3] | 98 |
| finish | s6[2] | 8130 | f[1] | 95 |
==> final cells by class <==
| cell class | instances | area, sq um |
|---|---|---|
| tap | 592 | 741 |
| inverter | 170 | 641 |
| timing repair buffer | 93 | 878 |
| fill | 4707 | 29500 |
| multi-input combinational | 1776 | 12600 |
==> kinds of logic after synthesis <==
kind of cell	share of synthesized area (%)
AOI/OAI and AO/OA	43.8
xor gates and xnor gates	0.444
adders and majority gates	21.0
buffers and inverters	6.87
muxes	3.32
and+or+nand+nor	24.6
